## flow/constraint.sdc

```tcl
current_design USR

set clk_period 1.3
set clk_io_pct 0.2

create_clock -name clk0 -period $clk_period [get_ports {clk}]

set non_clock_inputs [all_inputs -no_clocks]
set_input_delay [expr $clk_period * $clk_io_pct] -clock clk0 $non_clock_inputs
set_output_delay [expr $clk_period * $clk_io_pct] -clock clk0 [all_outputs]
```

## flow/config.mk

```make
export PLATFORM = sky130hd
export DESIGN_NAME = USR
export DESIGN_NICKNAME = USR
export VERILOG_FILES = /design/flow/design.v
export SDC_FILE = /design/flow/constraint.sdc
export NUM_CORES = 4
export LEC_CHECK = 1
export CORE_AREA = 10 10 70 70
export DIE_AREA = 0 0 80 80
```

## flow/run.sh

```bash
#!/bin/bash
# OpenROAD 26Q1-2900-gdf79404cd8, Yosys 0.63+post, stock flow scripts
make -C /OpenROAD-flow-scripts/flow DESIGN_CONFIG=/design/flow/config.mk WORK_HOME=/design/flow/orfs finish
```

## flow/design.v

```verilog
module DFlipFlop (input D, input clk, output Q, output notQ);
	reg Q,notQ;
	always @(posedge clk) begin
		Q = D;
		notQ = ~D;
	end
endmodule
module EightDff (input [7:0]in, input clk, output [7:0]out);
	wire [7:0] out,outN;
	DFlipFlop DF0(in[0],clk,out[0],outN[0]);
	DFlipFlop DF1(in[1],clk,out[1],outN[1]);
	DFlipFlop DF2(in[2],clk,out[2],outN[2]);
	DFlipFlop DF3(in[3],clk,out[3],outN[3]);
	DFlipFlop DF4(in[4],clk,out[4],outN[4]);
	DFlipFlop DF5(in[5],clk,out[5],outN[5]);
	DFlipFlop DF6(in[6],clk,out[6],outN[6]);
	DFlipFlop DF7(in[7],clk,out[7],outN[7]);
endmodule
module mux(input [3:0]in, input [1:0]option, output out);
	assign out = in[option];
endmodule
module Eightmux(input [3:0][7:0]in, input [1:0]option, output [7:0]out);
	assign out = in[option];
endmodule
module USR(input [7:0]in, input [1:0]option, input clk, output [7:0]out);
	wire [3:0][7:0]Muxin;
	wire [7:0]tmp;
	assign Muxin [0] = out; 
	assign Muxin [1] = in;
	assign Muxin [2] = {in[7],out[7:1]};
	assign Muxin [3] = {out[6:0],in[0]};
	Eightmux EM1(Muxin,option,tmp);
	EightDff Edff1(tmp,clk,out);	
endmodule
module outputMode(input [7:0]tmp,input [1:0]option, input clk, output [7:0]out);
	wire [3:0][7:0]Muxin;
	wire [7:0]temp;
	assign Muxin [0] = tmp; 
	assign Muxin [1] = tmp;
	assign Muxin [2] = {7'bx,tmp[0]};
	assign Muxin [3] = {tmp[7],7'bx};
	Eightmux EM1(Muxin,option,out);
endmodule
```

==> flow_summary.toml <==
# generated from flow reports
[run_status]
status = "finished, final reports clean"

[global_routing]
antenna_found_initial = 0
grt_util_all_layers_pct = 4.20
grt_max_degree = 9
grt_pass1_wl_um = 2040
overflow = 0
grt_pass1_vias = 424

[routing]
avgViaCountPerCell = 3.31
ant_nets = 0
via_count = 348
drt_iter0_drc = 15
first_pass_iters = 4
antennaDiodeCount = 0
post_drt_wl_per_cell_um = 11.6
finalWirelength_um = 1220
drc = 0

[sta]
setup_viol = 0
maxSlewViolCount = 0
rsz0062_at_grt = "false"
tightest_slew_ns = 0.151
max_freq_mhz = 801
setup_tns_ns = 0
max_slew_margin_pct = 89.6
fin_skew_ns = 0.000943
finalClockPeriodUsage_pct = 96.0
hold_viol_final = 0
period_needed_ns = 1.25

[critical_path]
required_ns = 1.30
cp.arrival_ns = 1.25
path_max_fanout = 6
reg2reg_depth = 3
startpoint_type = "input pin"
rrSetupSlack_ns = 0.07
critPathKind = "in2reg"
startpoint = "option[1]"
end_kind = "flip-flop"

[clocking]
cts_root_buf = "clkbuf_4"
clock.latency.late_pin_ns = 0.25
clk_pin_slew_worst_paths_ns = 0.05
cts_made_buffers = 3
clkSinkCount = 8
htreeDepth = 1
clockBufferDepth = 2
cts_tree = "built"

[logic_synthesis]
yosysWarnings = 1
numSynthFlops = 8
yosys_area_sq_um = 507
syn-cell-area_sq_um = 507
yosysCellCount = 38
netlist_instances = 38
yosys.cell_types.count = 11
synth_seq_share_pct = 47.4
avgSynthCellArea_sq_um = 13.3

[die]
chipArea_sq_um = 6400
coreArea_sq_um = 3420
io_pins = 19
die.size.y_um = 80
die_w_um = 80
fp_util_pct = 14.8
row_count = 21

[cells_and_area]
stdcell_count = 105
postLayoutCellArea_sq_um = 759
final_util_pct = 22.2
drive_gt1_share_pct = 35.6
area_growth_syn_to_layout_pct = 49.9

[pwr]
power_density_nw_per_um2 = 938
ir_worst_vdd_mv = 0.391
p_leak_nw = 0.334

[flow_run]
openroad.warnings = 25
maxCapViolCount = 0

[placed_design]
placed_area_sq_um = 696
place.gp.congestion = 0.799
io_buffers = 18
place_inst = 96

[worst_hold_path]
min_path_type = "reg2reg"
per-layer routing:
layer | vias up | wire, um | share of wire, % | track usage (%)
met5 | - | 0 | 0 | 0
met4 | 0 | 0 | 0 | 0
met2 | 12 | 622 | 51 | 7.38
met3 | 0 | 154 | 13 | 3.07
met1 | 161 | 443 | 36 | 4.14
li1 | 175 | - | - | -
logic make-up after synthesis:
kind of cell    count (synthesis)  share of synthesized area (%)
buf+inv                        10                           15.6
compound gates                  7                           11.4
mux                             8                           20.2
flops                           8                           47.4
simple gates                    5                           5.43
repair_timing:
item	in CTS	in global routing
setup buffers	7	0
setup endpoints to repair	22	1
endpoints found under the hold margin	0	0
pin swaps	0	0
resized	11	0
hold buffers	0	0
stage by stage:
stage / setup WS (ns) / total power [mW] / hold slack, ns
after floorplan: 0.196 / 0.451 / 0.451
after global routing: 0.0163 / 0.767 / 0.705
after detailed placement: -0.413 / 0.528 / 0.670
final: 0.0521 / 0.713 / 0.663
after global placement: -0.402 / 0.525 / 0.664
after CTS: 0.0242 / 0.731 / 0.666
critical path: stages:
cell and delay [ns]:
clkdlybuf4s50_1 0.52, and2b_4 0.24, a22o_1 0.23
cell usage after synthesis:
master	instances	area share, %
mux2_2	2	4.4
or2_2	1	1.2
mux2_4	4	12
nand2_1	3	2.2
buf_6	1	2.2
and2b_4	1	2.0
a22o_1	6	10
edfxtp_1	8	47
buf_4	9	13
mux2i_1	2	4.0
o21ai_0	1	0.99
power by group:
group,switching [mW],total (mW),internal [mW]
sequential,0.0152,0.336,0.321
combinational,0.0567,0.195,0.138
clock,0.0770,0.182,0.105
area by class of cell:
| cell class | instances | area, sq um |
|---|---|---|
| sequential | 8 | 240 |
| multi-input combinational | 20 | 191 |
| fill | 377 | 2660 |
| clock buffer | 3 | 22.5 |
| timing repair buffer | 28 | 248 |
| tap | 46 | 57.6 |
worst min path at each step:
stage | slack [ns] | from | to | depth (start not counted)
4_1_cts | 0.67 | in[0] | flip-flop | 3
5_1_grt | 0.71 | in[0] | flip-flop | 3
6_report | 0.66 | flip-flop | flip-flop | 2
cells in the final DEF (no fill, tap or decap):
cell	netlist	routed
a22o_1	6	6
and2b_4	1	1
buf_4	9	9
buf_6	1	1
clkbuf_4	0	3
clkdlybuf4s50_1	0	9
dlygate4sd2_1	0	9
edfxtp_1	8	8
mux2_2	2	1
mux2_4	4	5
mux2i_1	2	2
nand2_1	3	3
o21ai_0	1	1
or2_2	1	1
Power and IR drop assume default switching activity.
