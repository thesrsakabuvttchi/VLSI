$ cat flow/design.v
module Mul #(parameter N = 16)
(input [N-1:0]a, input [N-1:0]b, output [0:N-1][N-1:0]c);
    genvar i,j;
    generate
        for (i=0;i<N;i=i+1) 
            for(j=15;j>=0;j=j-1)
                assign c[i][j] = a[15-j] & b[i];
    endgenerate
endmodule
$ cat flow/constraint.sdc
current_design Mul

set clk_period 1.0
set clk_io_pct 0.2

create_clock -name clk0 -period $clk_period

set non_clock_inputs [all_inputs -no_clocks]
set_input_delay [expr $clk_period * $clk_io_pct] -clock clk0 $non_clock_inputs
set_output_delay [expr $clk_period * $clk_io_pct] -clock clk0 [all_outputs]
$ cat flow/config.mk
export PLATFORM = sky130hd
export DESIGN_NAME = Mul
export DESIGN_NICKNAME = Mul
export VERILOG_FILES = /design/flow/design.v
export SDC_FILE = /design/flow/constraint.sdc
export NUM_CORES = 4
export LEC_CHECK = 1
export CORE_AREA = 10 10 137 137
export DIE_AREA = 0 0 147 147
$ cat flow/run.sh
#!/bin/bash
# OpenROAD 26Q1-2900-gdf79404cd8, Yosys 0.63+post, stock flow scripts
make -C /OpenROAD-flow-scripts/flow DESIGN_CONFIG=/design/flow/config.mk WORK_HOME=/design/flow/orfs finish
==> results.sh <==
# source this file to load flow results
export IMPL_synth_top_cell_by_area="and2_1"
export IMPL_rows=46
export IMPL_hp_class="primary input to primary output"
export IMPL_seqCellArea_sq_um=0
export IMPL_ir_drop_v=0.0001969
export IMPL_fp_coreArea_sq_mm=0.01583
export IMPL_fin_crit_sh_pct=110.4
export IMPL_slew_headroom_pct=93.84
export IMPL_cp_max_fo=3
export IMPL_drt_first_pass_iters=4
export IMPL_outcome="finished with violations"
export IMPL_synth_warnings=0
export IMPL_lay_top_count="buf_6"
export IMPL_clockBufferCount=0
export IMPL_min_from="b[2]"
export IMPL_ys_cells=288
export IMPL_fp_util_pct=11.99
export IMPL_violations="negative setup slack"
export IMPL_grt_pass1_vias=3947
export IMPL_num_antenna_cells=0
export IMPL_vias_per_cell=4.005
export IMPL_die_size_y_um=147
export IMPL_max_freq_ghz=0.9062
export IMPL_finalInstanceArea_sq_mm=0.008045
export IMPL_postCtsHoldBufs=0
export IMPL_setup_violations_final=50
export IMPL_cp_start_kind="primary input"
export IMPL_die_area_sq_mm=0.02161
export IMPL_ys_seq_share_pct=0
export IMPL_wire_per_inst_um=23.80
export IMPL_drcViolationCount=0
export IMPL_drtIter0Drc=144
export IMPL_syn_area_per_cell_sq_um=6.591
export IMPL_dieWidth_um=147
export IMPL_worstPathRequired_ns=0.80
export IMPL_hpwl_um=12210
export IMPL_tool_warnings=34
export IMPL_topCellsByArea="and2_1 84%, buf_6 8.9%, buf_4 6.7%"
export IMPL_worstPathArrival_ns=0.90
export IMPL_fin_crit_ns=1.104
export IMPL_worstMarginPinSlew_ns=0.09239
export IMPL_slew_violations=0
export IMPL_grt_overflow_total=0
export IMPL_hold_violations=0
export IMPL_synthCells=288
export IMPL_numPortBuffers=288
export IMPL_grt_usage_pct=19.17
export IMPL_power_density_mw_per_mm2=441.6
export IMPL_pin_count=288
export IMPL_synth_top_area_share_pct=84.38
export IMPL_yosysUniqueCellTypes=3
export IMPL_hold_path_depth=3
export IMPL_crit_type="primary input to primary output"
export IMPL_grt_max_degree=9
export IMPL_layout_drive_gt1_share_pct=80.00
export IMPL_leakage_nw=4.068
export IMPL_power_w=0.003553
export IMPL_critPathCaptureType="primary output"
export IMPL_layout_setup_ws_ns=-0.1035
export IMPL_final_core_util_pct=50.83
export IMPL_ys_area_sq_mm=0.001898
export IMPL_dr_total_vias=3769
export IMPL_routed_wl_um=22390
export IMPL_tns_ns=-0.8276
export IMPL_max_cap_violations=0
export IMPL_holdPathEnd="c[213]"
export IMPL_grt_pass1_wl_um=30510
export IMPL_rsz0062_at_grt="true"
export IMPL_syn_area_sq_mm=0.001898
export IMPL_dp_slack_ns=-0.7297
export IMPL_final_cell_mix="206 x buf_6, 167 x and2_4, 89 x and2_1"
export IMPL_antenna_left=0
export IMPL_antenna_found_initial=0
export IMPL_gp_congestion=0.8003
export IMPL_area_growth_pct=323.9
export IMPL_placed_cell_area_sq_mm=0.005438
export IMPL_design_seq_count=0
## worst max-delay path: stages
cell and delay (ns):
buf_12 0.12, buf_16 0.12, buf_12 0.12, buf_12 0.12
and2_4 0.13, buf_6 0.10
## stage by stage
stage                     hold WS (ns)  cells
after detailed placement         1.425    801
final                           0.7450    941
after floorplan                 0.4719    288
after global placement           1.417    801
after global routing            0.7824    941
after CTS                       0.7829    949
## cell families (layout without fill, tap and decap cells)
logic type    count (synthesis)  after routing  synth area share [%]
simple gates                256            256                 84.38
buf+inv                      32            469                 15.62
## report_power, final
group	internal [W]	switching, W
Combinational	0.00246	0.00109
Clock	0	0
Sequential	0	0
Total	0.00246	0.00109
## timing repair
item                                     CTS  global route
buffers inserted                         119             2
resized                                 1241           206
gates cloned                              32             0
endpoints found under the setup margin   256           166
pin swaps                                 58            26
## cell usage after synthesis
cell	count
and2_1	256
buf_4	17
buf_6	15
## layout make-up
| cell class | count | area, sq um |
|---|---|---|
| multi-input cells | 256 | 2019 |
| repair buffers | 469 | 5756 |
| fillers | 1299 | 7782 |
| well taps | 216 | 270.3 |
## per-layer routing
metal	routed length, um	vias up	track usage, %
met5	0	-	0
met4	534	0	2.626
met3	1741	21	4.679
met2	10810	210	33.24
met1	9308	1782	24.02
li1	-	1756	-
## how the worst max path moves through the flow
stage,from,end,slack (ns),cells after the start
4_1_cts,b[11],c[64],-0.11,6
5_1_grt,b[11],c[64],-0.11,6
6_report,b[11],c[64],-0.10,6
